### /design/flow/config.mk
export PLATFORM = sky130hd
export DESIGN_NAME = cordic8bit
export DESIGN_NICKNAME = cordic8bit
export VERILOG_FILES = /design/flow/design.v
export SDC_FILE = /design/flow/constraint.sdc
export NUM_CORES = 4
export LEC_CHECK = 1
export CORE_UTILIZATION = 30
### /design/flow/constraint.sdc
current_design cordic8bit

set clk_period 12.4
set clk_io_pct 0.2

create_clock -name clk0 -period $clk_period [get_ports {clk}]

set non_clock_inputs [all_inputs -no_clocks]
set_input_delay [expr $clk_period * $clk_io_pct] -clock clk0 $non_clock_inputs
set_output_delay [expr $clk_period * $clk_io_pct] -clock clk0 [all_outputs]
### /design/flow/design.v
module cordic8bit(x_cosine, y_sine, in_angle,clk,rst);
output reg [7:0] x_cosine, y_sine;
input [7:0] in_angle;
input clk,rst;
wire [7:0] x_cosine_wire [3:0], y_sine_wire [3:0];
reg [9:0] dir;
reg signed [17:0] x [12:0];
reg signed [17:0] y [12:0];
reg signed [17:0] z [11:0];
wire [7:0] cos_rounded_wire, sin_rounded_wire;
reg [7:0] cos_rounded_reg [3:0], sin_rounded_reg [3:0];
wire [10:0] dir_pos;
wire [17:0] x_wire_pos [10:0];
wire [17:0] y_wire_pos [10:0];
wire [17:0] z_wire_pos [10:0];
wire [10:0] dir_neg;
wire [17:0] x_wire_neg [10:0];
wire [17:0] y_wire_neg [10:0];
wire [17:0] z_wire_neg [10:0];
reg [17:0] error_cos [3:0] , error_sin [3:0];
wire [17:0] arctan [9:0];
assign arctan[0] = 18'b00_1100_1001_0000_1111;    
assign arctan[1] = 18'b00_0111_0110_1011_0001;    
assign arctan[2] = 18'b00_0011_1110_1011_0110;    
assign arctan[3] = 18'b00_0001_1111_1101_0101;    
assign arctan[4] = 18'b00_0000_1111_1111_1010;    
assign arctan[5] = 18'b00_0000_0111_1111_1111;    
assign arctan[6] = 18'b00_0000_0011_1111_1111;    
assign arctan[7] = 18'b00_0000_0001_1111_1111;    
assign arctan[8] = 18'b00_0000_0000_1111_1111;    
assign arctan[9] = 18'b00_0000_0000_0111_1111;    
genvar i;
for(i=0; i<10; i=i+1) begin
assign x_wire_pos[i+1] = x[i] - (y[i]>>>i);
assign y_wire_pos[i+1] = y[i] + (x[i]>>>i);
assign z_wire_pos[i+1] = z[i] - (arctan[i]);
assign dir_pos[i+1] = z_wire_pos[i+1][17];
assign x_wire_neg[i+1] = x[i] + (y[i]>>>i);
assign y_wire_neg[i+1] = y[i] - (x[i]>>>i);
assign z_wire_neg[i+1] = z[i] + (arctan[i]);
assign dir_neg[i+1] = z_wire_neg[i+1][17]; 
end
round_off cos( x[10], cos_rounded_wire);
round_off sin( y[10], sin_rounded_wire);
improveAccuracy x0(x_cosine_wire[0], y_sine_wire[0], cos_rounded_reg[0], sin_rounded_reg[0], error_cos[0], error_sin[0]);
improveAccuracy x1(x_cosine_wire[1], y_sine_wire[1], cos_rounded_reg[1], sin_rounded_reg[1], error_cos[1], error_sin[1]);
improveAccuracy x2(x_cosine_wire[2], y_sine_wire[2], cos_rounded_reg[2], sin_rounded_reg[2], error_cos[2], error_sin[2]);
integer j;
always @ (posedge clk) begin
if(!rst) begin
dir <= 0;
for(j=0; j<4; j=j+1) begin
error_cos[j] <= 'b0;
error_sin[j] <= 'b0;
cos_rounded_reg[j] <= 'b0;
sin_rounded_reg[j] <= 'b0;
end
x[0] <= 18'b00_1001101110000000;   
y[0] <= 18'b00_0000000000000000;
z[0] <= 18'b00_0000000000000000;
for(j=1; j<12; j=j+1) begin
x[j] <= 'b0;
y[j] <= 'b0;
z[j] <= 'b0;
end
end
else begin
dir[0] <= in_angle[7];
z[0] <= {in_angle, 10'b0};
for(j=0; j<10; j=j+1) begin
if(dir[j] == 0) begin
x[j+1] <= x_wire_pos[j+1];
y[j+1] <= y_wire_pos[j+1];
z[j+1] <= z_wire_pos[j+1];
if(j<9)
dir[j+1] <= dir_pos[j+1];
end
else begin
x[j+1] <= x_wire_neg[j+1];
y[j+1] <= y_wire_neg[j+1];
z[j+1] <= z_wire_neg[j+1];
if(j<9)
dir[j+1] <= dir_neg[j+1];
end
end
x[11] <= x[10];
y[11] <= y[10];
x[12] <= x[11];
y[12] <= y[11];
error_cos[0] <= x[10] - {1'b0, cos_rounded_wire, 9'b0};
if(sin_rounded_wire[7] == 0)
error_sin[0] <= y[10] - {1'b0, sin_rounded_wire, 9'b0};
else
error_sin[0] <= y[10] - {1'b1, sin_rounded_wire, 9'b0};
cos_rounded_reg[0] <= cos_rounded_wire;
sin_rounded_reg[0] <= sin_rounded_wire;
error_cos[1] <= x[11] - {1'b0, x_cosine_wire[0], 9'b0};
if(y_sine_wire[0][7] == 0)
error_sin[1] <= y[11] - {1'b0, y_sine_wire[0], 9'b0};
else
error_sin[1] <= y[11] - {1'b1, y_sine_wire[0], 9'b0};
cos_rounded_reg[1] <= x_cosine_wire[0];
sin_rounded_reg[1] <= y_sine_wire[0];
error_cos[2] <= x[12] - {1'b0, x_cosine_wire[1], 9'b0};
if(y_sine_wire[1][7] == 0)
error_sin[2] <= y[12] - {1'b0, y_sine_wire[1], 9'b0};
else
error_sin[2] <= y[12] - {1'b1, y_sine_wire[1], 9'b0};
cos_rounded_reg[2] <= x_cosine_wire[1];
sin_rounded_reg[2] <= y_sine_wire[1];
x_cosine <= x_cosine_wire[2];
y_sine <= y_sine_wire[2];
end
end
endmodule
module mux2to1(out, sel, in1 ,in2);
output out;
input sel,in1,in2;
wire a,b,c;
not(a,sel);
nand(b,in1,a);
nand(c,sel,in2);
nand(out,b,c);
endmodule
module improveAccuracy(x_cosine, y_sine, cos_rounded, sin_rounded, error_cos, error_sin);
output reg [7:0] x_cosine, y_sine;
input [7:0] cos_rounded, sin_rounded;
input [17:0] error_cos, error_sin;
wire [17:0] error_cos_neg, error_sin_neg;
assign error_cos_neg = 18'b0 - error_cos;
assign error_sin_neg = 18'b0 - error_sin;
wire a,b,c,d,e,f,g,h;
wire i,j,k,l,m,n,o,p;
wire sin_neg_error_big_enough, cos_neg_error_big_enough;
nor(a,error_cos_neg[8],error_cos_neg[9]);
nor(b,error_cos_neg[10],error_cos_neg[11]);
nor(c,error_cos_neg[12],error_cos_neg[13]);
nor(d,error_cos_neg[14],error_cos_neg[15]);
and(f,a,b);
and(g,c,d);
nand(cos_neg_error_big_enough, f,g);
nor(i,error_sin_neg[8],error_sin_neg[9]);
nor(j,error_sin_neg[10],error_sin_neg[11]);
nor(k,error_sin_neg[12],error_sin_neg[13]);
nor(l,error_sin_neg[14],error_sin_neg[15]);
and(n,i,j);
and(o,k,l);
nand(sin_neg_error_big_enough, n,o);
always @ (*) begin
if(cos_rounded == 8'b0_1111111)
x_cosine <= cos_rounded;
else if(error_cos[17] == 0) begin
if(error_cos[8] == 1) begin
if(cos_rounded[7] == 0)
x_cosine <= cos_rounded + 8'b0_0000001;
else
x_cosine <= cos_rounded - 8'b0_0000001;
end
else
x_cosine <= cos_rounded;
end
else begin
if(cos_neg_error_big_enough) begin
if(cos_rounded[7] == 0) 
x_cosine <= cos_rounded - 8'b0_0000001;
else
x_cosine <= cos_rounded + 8'b0_0000001;
end
else
x_cosine <= cos_rounded;
end
if(sin_rounded == 8'b0_1111111)
y_sine <= sin_rounded;
else if(sin_rounded == 8'b1_0000000)
y_sine <= sin_rounded;
else if(error_sin[17] == 0) begin
if(error_sin[8] == 1)
y_sine <= sin_rounded + 8'b0_0000001;
else
y_sine <= sin_rounded;
end
else begin
if(sin_neg_error_big_enough)
y_sine <= sin_rounded - 8'b0_0000001;
else
y_sine <= sin_rounded;
end
end
endmodule 
module round_off(in, out);
input [17:0] in;                  
output [7:0] out;                
wire [7:0] out_normal, out_normal_temp;
wire [7:0] out_overflow_positive, out_overflow_negative, out_overflow;
wire a, b, c, d, e, f, g, h, i, k, l, m;
wire following_bits_or, round_down_flag, overflow_flag, overflow_and_nagative;
wire [8:0] rounded_down, rounded_up;
nor(a,in[7],in[6]);
nor(b,in[5],in[4]);
nor(c,in[3],in[2]);
nor(d,in[1],in[0]);
and(e,a,b);
and(f,c,d);
nand(following_bits_or,e,f);  
not(g,following_bits_or);
not(h,in[9]);
nand(i,g,h);
nand(round_down_flag, i, in[8]);
assign rounded_down = in[17:9];
assign rounded_up = in[17:9] + 1'b1;
assign out_overflow_positive = 8'b01111111;
assign out_overflow_negative = 8'b10000000;
mux2to1 m1(out_normal_temp[7], round_down_flag, rounded_down[8], rounded_up[8]);
mux2to1 m2(out_normal_temp[6], round_down_flag, rounded_down[6], rounded_up[6]);
mux2to1 m3(out_normal_temp[5], round_down_flag, rounded_down[5], rounded_up[5]);
mux2to1 m4(out_normal_temp[4], round_down_flag, rounded_down[4], rounded_up[4]);
mux2to1 m5(out_normal_temp[3], round_down_flag, rounded_down[3], rounded_up[3]);
mux2to1 m6(out_normal_temp[2], round_down_flag, rounded_down[2], rounded_up[2]);
mux2to1 m7(out_normal_temp[1], round_down_flag, rounded_down[1], rounded_up[1]);
mux2to1 m8(out_normal_temp[0], round_down_flag, rounded_down[0], rounded_up[0]);
mux2to1 mm1(out_normal[7], (~rounded_up[8]&&rounded_up[7]), out_normal_temp[7], 1'b0);
mux2to1 mm2(out_normal[6], (~rounded_up[8]&&rounded_up[7]), out_normal_temp[6], 1'b1);
mux2to1 mm3(out_normal[5], (~rounded_up[8]&&rounded_up[7]), out_normal_temp[5], 1'b1);
mux2to1 mm4(out_normal[4], (~rounded_up[8]&&rounded_up[7]), out_normal_temp[4], 1'b1);
mux2to1 mm5(out_normal[3], (~rounded_up[8]&&rounded_up[7]), out_normal_temp[3], 1'b1);
mux2to1 mm6(out_normal[2], (~rounded_up[8]&&rounded_up[7]), out_normal_temp[2], 1'b1);
mux2to1 mm7(out_normal[1], (~rounded_up[8]&&rounded_up[7]), out_normal_temp[1], 1'b1);
mux2to1 mm8(out_normal[0], (~rounded_up[8]&&rounded_up[7]), out_normal_temp[0], 1'b1);
mux2to1 x1(out_overflow[7], in[17], out_overflow_positive[7], out_overflow_negative[7]);
mux2to1 x2(out_overflow[6], in[17], out_overflow_positive[6], out_overflow_negative[6]);
mux2to1 x3(out_overflow[5], in[17], out_overflow_positive[5], out_overflow_negative[5]);
mux2to1 x4(out_overflow[4], in[17], out_overflow_positive[4], out_overflow_negative[4]);
mux2to1 x5(out_overflow[3], in[17], out_overflow_positive[3], out_overflow_negative[3]);
mux2to1 x6(out_overflow[2], in[17], out_overflow_positive[2], out_overflow_negative[2]);
mux2to1 x7(out_overflow[1], in[17], out_overflow_positive[1], out_overflow_negative[1]);
mux2to1 x8(out_overflow[0], in[17], out_overflow_positive[0], out_overflow_negative[0]);
xor(overflow_flag,in[17],in[16]);
mux2to1 y1(out[7], overflow_flag, out_normal[7], out_overflow[7]);
mux2to1 y2(out[6], overflow_flag, out_normal[6], out_overflow[6]);
mux2to1 y3(out[5], overflow_flag, out_normal[5], out_overflow[5]);
mux2to1 y4(out[4], overflow_flag, out_normal[4], out_overflow[4]);
mux2to1 y5(out[3], overflow_flag, out_normal[3], out_overflow[3]);
mux2to1 y6(out[2], overflow_flag, out_normal[2], out_overflow[2]);
mux2to1 y7(out[1], overflow_flag, out_normal[1], out_overflow[1]);
mux2to1 y8(out[0], overflow_flag, out_normal[0], out_overflow[0]);
endmodule
### /design/flow/run.sh
#!/bin/bash
# OpenROAD 26Q1-2900-gdf79404cd8, Yosys 0.63+post, stock flow scripts
make -C /OpenROAD-flow-scripts/flow DESIGN_CONFIG=/design/flow/config.mk WORK_HOME=/design/flow/orfs finish
==> changes_impl.md <==
### Implementation results

- Status: completed
- Placed Instance Area: 0.04432 sq mm
- Critical Path Slowest Stage Cell: buf_4
- HPWL Detailed: 73180 microns
- Comb area: 0.02700 sq mm
- Delay-heaviest family, CP: buffers and inverters
- Initial DRC Count: 2025
- Average wire per standard cell: 13.95 microns
- Storage cell area: 0.01381 sq mm
- CP arrival: 4.75 ns
- Core area: 0.1395 sq mm
- CTS tree: done
- Die Span Y: 377.0 microns
- Synth Seq Share: 0.3274
- # setup viols final: 0
- Post-CTS Hold Buffers: 0
- Cycle use final: 0.3372
- Ant. Diodes: 0
- Setup bufs post-CTS: 0
- DR vias: 34130
- EDFF count, synth: 52
- Leakage: 0.01918 uW
- Fmax achieved: 239.1 MHz
- Drt total wl: 96840 microns
- Initial antenna violation count: 1
- GR Overflow Total: 0
- Max Cap Violations: 0
- Main flop type after synthesis: dfxtp_1
- Initial Util: 0.3024
- Flop2flop setup slack: 8.27 ns
- Worst-Margin Slew: 0.8284 ns
- Final GP Congestion: 0.9030
- Worst path depth: 6
- Most common cell on crit path: buf_4
- Slew Limit Fails: 0
- Crit Path Class: input pin to flop
- Total CTS buffers: 72
- Syn_area_per_cell: 8.349 sq um
- Share of flip-flops with an asynchronous set or reset: 0
- Worst setup EP type: flop
- TritonRoute pass-1 iters: 7
- Worst path bufs/invs: 3
- Cell total in the yosys stat output: 5054
- Largest reg by FF count: y
- CTS sink cnt: 664
- Type of origin of the critical path: input pin
- Hold Path End: z[3][0]
- HP Class: flop to flop
- Chip Area, Yosys: 0.04220 sq mm
- Setup_tns: 0 ns
- Clock buffer depth: 3
- RSZ-0062 raised after global routing: false
- Total power: 15240 uW
- Root buf cell: clkbuf_16
- Relative slew slack: 0.4405
- Die width: 377.0 microns
- Max FFs per register: 187
- Yosys reg bits: 664
- OpenROAD warning count: 65
- Largest net degree at the start of global routing: 88
- Cell Chain, Critical Path: clkbuf_8, buf_4, buf_4, nand3_1, a21o_1, o211ai_1
- Biggest regs: y (187), x (184), z (135)
- Finished Cell Area: 0.04692 sq mm
- Final hold viol count: 0
- GRT Total Usage: 0.1374
- Chip Area: 0.1422 sq mm
- Synthesis Warnings: 16
- Hold Crit Start: z[2][0]
- R2r worst-path depth: 16
- Post-cts resize count: 0
- Reg clk slew, reported paths: 0.06 ns
- DRT antenna net count: 0
- Via-to-Cell Ratio: 4.918
- Inst Count DP: 6806
- Critical R2R Launch: y[11][2]
- Layout cells sized above 1: 0.03910
- Worst hold path cell count: 1
- H-tree depth: 3
- Mapped cell area: 0.04220 sq mm
- Latency at later pin: 0.64 ns
- Finished Layout Cells: 6940
- Area grow syn2layout: 11.20%
- Port Buf Inserts: 25
- Capturing point of the worst reg2reg path: error_sin[1][17]
- Crit path max fanout: 87
- Residual DRC: 0
- Row cnt: 137
- I/O pin total: 26
- Yosys cell types: 91
- Synthesized instance count: 5054
- Fill cells: 14290
- Crit-path max cell delay: 0.61 ns
- Worst Path Required: 12.97 ns
- Tmin final: 4.182 ns
- First-pass GRT wire length: 160000 microns
- Skew final: 0.03074 ns
- Max rail drop VDD: 0.1998 mV
- Vias in the first global route: 31460
- Power Density: 324.8 mW/mm^2
## area by class of cell
type / instances / area share
inverter: 197 / 0.01592
clock inverter: 30 / 0.01032
clock buffer: 104 / 0.04509
timing repair buffer: 46 / 0.008773
sequential: 664 / 0.2944
multi-input combinational: 4023 / 0.5755
tap: 1876 / 0.05003
## Yosys cell counts, drive strengths merged (115+ instances only)
master / instances / area [sq um]
a21oi: 360 / 1802
and2: 148 / 925.9
clkbuf: 147 / 551.8
dfxtp: 612 / 12250
ha: 398 / 4980
inv: 196 / 735.7
nand2: 268 / 1006
nand3: 115 / 580.6
nor2: 728 / 2733
nor3: 187 / 952.2
o21ai: 220 / 1101
xnor2: 306 / 2680
xor2: 212 / 1857
## per-layer routing
| metal | track usage | wire length [microns] | share of wire | up-vias |
|---|---|---|---|---|
| met1 | 0.1991 | 46840 | 0.48 | 15640 |
| met3 | 0.01791 | 3435 | 0.035 | 136 |
| met4 | 0.02569 | 2011 | 0.021 | 0 |
| li1 | - | - | - | 17810 |
| met5 | 0 | 0 | 0 | - |
| met2 | 0.2228 | 44560 | 0.46 | 547 |
## logic make-up (layout without fill, tap and decap cells)
family | Yosys count | in the layout | share of synthesized area
compound gates | 1116 | 1116 | 0.1684
mux | 75 | 75 | 0.01856
fa+ha+maj | 419 | 419 | 0.1280
xor+xnor | 519 | 519 | 0.1081
simple gates | 1894 | 1894 | 0.2170
buf+inv | 367 | 377 | 0.03274
flops | 664 | 664 | 0.3274
## where the power goes
| part | leakage (uW) | switching (uW) | internal, uW |
|---|---|---|---|
| logic | 0.0123 | 5090 | 4120 |
| clock network | 0.00126 | 901 | 1410 |
| registers | 0.00561 | 809 | 2910 |
## metrics by stage
step | hold slack [ns] | util | setup WS, ns
5_1_grt | 0.4443 | 0.3363 | 7.844
2_1_floorplan | 0.4082 | - | 8.664
6_report | 0.4308 | 0.3363 | 8.218
4_1_cts | 0.4364 | 0.3363 | 8.229
3_3_place_gp | 0.4197 | 0.3176 | 7.547
3_5_place_dp | 0.4227 | 0.3176 | 7.545
## layout by cell type, fill, tap and decap left out, drive strengths merged, types with 74 or more instances in the layout
| cell | count |
|---|---|
| xnor2 | 306 |
| a21o | 80 |
| ha | 398 |
| nor2b | 74 |
| dfxtp | 612 |
| nor3 | 187 |
| clkbuf | 105 |
| xor2 | 212 |
| nand3 | 115 |
| and2 | 148 |
| nand2 | 268 |
| nor2 | 728 |
| o21ai | 220 |
| inv | 204 |
| a21oi | 360 |
## worst max path at each step
stage | endpoint | slack (ns) | from
6_report | y[5][17] | 8.22 | rst
5_1_grt | error_sin[1][17] | 7.84 | y[11][2]
4_1_cts | error_sin[1][17] | 8.23 | y[11][2]
Power figures rest on the tool's default switching activity, not on a simulated workload.
